--- /design/flow/run.sh ---
#!/bin/bash
# OpenROAD 26Q1-2900-gdf79404cd8, Yosys 0.63+post, stock flow scripts
make -C /OpenROAD-flow-scripts/flow DESIGN_CONFIG=/design/flow/config.mk WORK_HOME=/design/flow/orfs finish
--- /design/flow/config.mk ---
export PLATFORM = sky130hd
export DESIGN_NAME = top
export DESIGN_NICKNAME = top
export VERILOG_FILES = /design/flow/design.v
export SDC_FILE = /design/flow/constraint.sdc
export NUM_CORES = 4
export LEC_CHECK = 1
export CORE_AREA = 10 10 70 70
export DIE_AREA = 0 0 80 80
--- /design/flow/constraint.sdc ---
current_design top

set clk_period 1.7
set clk_io_pct 0.2

create_clock -name clk0 -period $clk_period

set non_clock_inputs [all_inputs -no_clocks]
set_input_delay [expr $clk_period * $clk_io_pct] -clock clk0 $non_clock_inputs
set_output_delay [expr $clk_period * $clk_io_pct] -clock clk0 [all_outputs]
--- /design/flow/design.v ---
module full_adder(A, B, C, F, G);
	input A, B, C;
	output F, G;
	assign F = A ^ B ^ C;
	assign G = B & C | A & B | A & C;
endmodule
module top(A, B, C, S);
	input [3:0] A,B;
	input C;
	output [3:0] S;
	wire C1, C2, C3, C4;
	full_adder U0 (.A(A[0]), .B(B[0]^C), .C(C), .F(S[0]), .G(C1));			
	full_adder U1 (.A(A[1]), .B(B[1]^C), .C(C1), .F(S[1]), .G(C2));
	full_adder U2 (.A(A[2]), .B(B[2]^C), .C(C2), .F(S[2]), .G(C3));
	full_adder U3 (.A(A[3]), .B(B[3]^C), .C(C3), .F(S[3]), .G(C4));
endmodule
==> flow_summary.html <==
<h2>Implementation results</h2>
<table>
<tr><th>Metric</th><th>Value</th></tr>
<tr><th colspan="2">Floorplan</th></tr>
<tr><td>Initial core utilization</td><td>0.04249</td></tr>
<tr><td>Site row count</td><td>21</td></tr>
<tr><td>Die Y-Extent</td><td>around 80 microns</td></tr>
<tr><td>Boundary Pins</td><td>13</td></tr>
<tr><td>Area inside the core boundary</td><td>3416 sq um</td></tr>
<tr><td>Die X-Extent</td><td>80 microns</td></tr>
<tr><td>Total die area</td><td>6400 sq um</td></tr>
<tr><th colspan="2">Place</th></tr>
<tr><td>Setup slack after placement</td><td>-1.207 ns</td></tr>
<tr><td>Final HPWL DP</td><td>443 microns</td></tr>
<tr><td>Cells after DPL</td><td>74</td></tr>
<tr><td>PortBufs</td><td>13</td></tr>
<tr><td>Instance area after placement</td><td>341.6 sq um</td></tr>
<tr><td>Final estimated routing congestion in global placement</td><td>between 0.8 and 0.9</td></tr>
<tr><th colspan="2">Power and ir drop</th></tr>
<tr><td>Net switching power figure</td><td>34.05 uW</td></tr>
<tr><td>Power, Total</td><td>98.67 uW</td></tr>
<tr><td>Clock network fraction of design power</td><td>0</td></tr>
<tr><td>Power per unit of standard cell area</td><td>roughly 290 nW/um^2</td></tr>
<tr><td>Leak</td><td>0.1497 nW</td></tr>
<tr><td>Net switching fraction of the power</td><td>0.3450</td></tr>
<tr><td>Relative contribution of combinational cells to total power</td><td>1.000</td></tr>
<tr><td>Internal portion of total power</td><td>around 65 uW</td></tr>
<tr><td>Maximum vdd ir drop</td><td>99.78 uV</td></tr>
<tr><td>Portion of total power attributed to sequential cells</td><td>0</td></tr>
<tr><th colspan="2">STA</th></tr>
<tr><td>Final setup violating endpoints</td><td>2</td></tr>
<tr><td>Number of max-slew violations in the final report</td><td>0</td></tr>
<tr><td>Worst hold-check slack</td><td>1.045 ns</td></tr>
<tr><td>Fin crit share</td><td>1.219</td></tr>
<tr><td>Total negative setup slack</td><td>-0.7416 ns</td></tr>
<tr><td>Transition time of the tightest slew-check pin</td><td>0.2072 ns</td></tr>
<tr><td>Worst-case setup margin in the final layout</td><td>-0.3719 ns</td></tr>
<tr><td>Max-slew headroom</td><td>0.8609</td></tr>
<tr><td>Achievable frequency</td><td>482.7 MHz</td></tr>
<tr><td>Minimum period implied by the final worst setup slack</td><td>approximately 2.1 ns</td></tr>
<tr><td>Unrepaired setup endpoints after global routing</td><td>yes</td></tr>
<tr><td>Final hold violation count</td><td>0</td></tr>
<tr><th colspan="2">Clock tree</th></tr>
<tr><td>Hold_buf cts</td><td>0</td></tr>
<tr><th colspan="2">Min path</th></tr>
<tr><td>Type of the most critical hold path</td><td>in -&gt; out</td></tr>
<tr><td>Worst Hold Path EP</td><td>S[0]</td></tr>
<tr><td>Count of cells along the worst hold path</td><td>4</td></tr>
<tr><td>Start point of the worst min-delay path</td><td>A[0]</td></tr>
<tr><th colspan="2">Route</th></tr>
<tr><td>Routed vias</td><td>~140</td></tr>
<tr><td>Detail-routed net length per standard cell</td><td>between 6 and 7 microns</td></tr>
<tr><td>Vias per inst</td><td>1.855</td></tr>
<tr><td>Diodes inserted</td><td>0</td></tr>
<tr><td>Routed Wire Length</td><td>489 microns</td></tr>
<tr><td>Antenna-violating nets left</td><td>0</td></tr>
<tr><td>Number of violations reported at the end of detailed-routing iteration 0</td><td>0</td></tr>
<tr><td>Post-route DRC</td><td>0</td></tr>
<tr><td>TritonRoute pass-1 iters</td><td>1</td></tr>
<tr><th colspan="2">Run</th></tr>
<tr><td>Max-cap violations</td><td>0</td></tr>
<tr><td>Tool Warnings</td><td>35</td></tr>
<tr><th colspan="2">Cells and area</th></tr>
<tr><td>Post-route design area</td><td>339.1 sq um</td></tr>
<tr><td>Seq cells</td><td>0</td></tr>
<tr><td>Commonest non-fill, non-tap cells in the layout</td><td>sky130_fd_sc_hd__buf_2 (5), sky130_fd_sc_hd__buf_4 (5), sky130_fd_sc_hd__clkdlybuf4s50_1 (4)</td></tr>
<tr><td>Synthesis-to-finish area growth</td><td>133.6%</td></tr>
<tr><td>Area taken by flip-flops and latches</td><td>0 sq um</td></tr>
<tr><td>Count of clock buffers in the final design</td><td>0</td></tr>
<tr><td>Fraction of layout instances using a drive strength above 1</td><td>0.5667</td></tr>
<tr><td>Finished Core Util</td><td>0.09927</td></tr>
<tr><td>Number of standard cells in the layout, taps in and fillers out</td><td>76</td></tr>
<tr><th colspan="2">Worst setup path</th></tr>
<tr><td>Endpoint type of the worst setup path</td><td>output pin</td></tr>
<tr><td>Data arrival, critical path</td><td>approximately 1.7 ns</td></tr>
<tr><td>Type of element launching the critical path</td><td>input pin</td></tr>
<tr><td>Biggest fanout along the worst timing path</td><td>2</td></tr>
<tr><td>CP required</td><td>1.36 ns</td></tr>
<tr><td>Category of the most critical setup path</td><td>in -&gt; out</td></tr>
<tr><th colspan="2">Synthesis</th></tr>
<tr><td>Distinct cells, synth</td><td>6</td></tr>
<tr><td>Fraction of the yosys area taken by sequential cells</td><td>0</td></tr>
<tr><td>Count of instantiated cells in the yosys netlist</td><td>16</td></tr>
<tr><td>Chip area estimate from yosys synthesis</td><td>145.1 sq um</td></tr>
<tr><td>Number of standard cells after synthesis</td><td>16</td></tr>
<tr><td>Yosys Warn Count</td><td>0</td></tr>
<tr><td>Average instance area after synthesis</td><td>9.071 sq um</td></tr>
<tr><td>Post-Synthesis Cell Area</td><td>between 100 and 150 sq um</td></tr>
<tr><th colspan="2">Status</th></tr>
<tr><td>Run status</td><td>finished, violations left</td></tr>
<tr><td>Violated checks</td><td>setup timing</td></tr>
<tr><th colspan="2">GRT</th></tr>
<tr><td>Largest net degree at the start of global routing</td><td>4</td></tr>
<tr><td>Number of antenna violations at the first check in global routing</td><td>0</td></tr>
<tr><td>First-pass GRT wire length</td><td>731 microns</td></tr>
<tr><td>Via count of the first global-routing pass</td><td>between 100 and 150</td></tr>
<tr><td>Global routing usage summed across all routing layers</td><td>0.01458</td></tr>
<tr><td>Total congestion overflow after global routing</td><td>0</td></tr>
</table>
worst max path at each step:
| stage | end | cells past startpoint | startpoint | slack [ns] |
|---|---|---|---|---|
| after CTS | S[3] | 8 | B[0] | -0.41 |
| after global routing | S[3] | 8 | B[0] | -0.44 |
| final | S[2] | 7 | B[0] | -0.37 |
logic make-up (layout without fill, tap and decap cells):
logic type,Yosys count,after routing,share of synthesized area
xor gates and xnor gates,6,6,0.3621
adders and majority gates,2,2,0.2759
buffers and inverters,7,21,0.2845
muxes,1,1,0.07758
metal layers:
layer,global-route usage,vias to the layer above,part of all wire
met2,0.01364,13,0.23
met3,0.007955,0,0.16
met5,0,-,0
li1,-,70,-
met4,0,0,0
met1,0.02586,58,0.61
power groups by stage:
stage	clock, mW	combinational (mW)	sequential [mW]
final	0	0.0987	0
after global routing	0	0.113	0
after CTS	0	0.100	0
critical path, stage by stage:
cell and delay, ns:
sky130_fd_sc_hd__buf_8 0.10, sky130_fd_sc_hd__mux2_4 0.29, sky130_fd_sc_hd__fa_2 0.37, sky130_fd_sc_hd__inv_2 0.06, sky130_fd_sc_hd__fa_2 0.41, sky130_fd_sc_hd__inv_1 0.05
sky130_fd_sc_hd__buf_2 0.11
Yosys cell counts, drive strengths merged:
library cell / n / area share
xor2: 2 / 0.12
xnor2: 4 / 0.24
mux2: 1 / 0.078
inv: 3 / 0.078
buf: 4 / 0.21
fa: 2 / 0.28
area by class of cell:
cell class	count	area (sq um)
Timing Repair Buffer	18	150.1
Multi-Input combinational cell	9	120.1
Fill cell	408	3077
Tap cell	46	57.56
Inverter	3	11.26
what timing repair did:
| action | in CTS | in global routing |
|---|---|---|
| pin swaps | 5 | 1 |
| endpoints found under the hold margin | 0 | 0 |
| buffers inserted | 1 | 1 |
| setup endpoints to repair | 4 | 3 |
| gates resized | 29 | 2 |
Power is estimated from default activity; no workload was simulated.
