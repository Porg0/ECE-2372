`/design/flow/design.v`:
```
module Seg7Decode(  
   input [3:0] bin,  
   output reg [6:0] seg7  
    );
   always @(bin)
    begin
       case(bin)
          4'b0000: seg7 = 7'b0000001;  
          4'b0001: seg7 = 7'b1001111;  
          4'b0010: seg7 = 7'b0010010;  
          4'b0011: seg7 = 7'b0000110;  
          4'b0100: seg7 = 7'b1001100;  
          4'b0101: seg7 = 7'b0100100;  
          4'b0110: seg7 = 7'b0100000;  
          4'b0111: seg7 = 7'b0001111;  
          4'b1000: seg7 = 7'b0000000;  
          4'b1001: seg7 = 7'b0000100;  
          4'b1010: seg7 = 7'b0001000;  
          4'b1011: seg7 = 7'b1100000;  
          4'b1100: seg7 = 7'b0110001;  
          4'b1101: seg7 = 7'b1000010;  
          4'b1110: seg7 = 7'b0110000;  
          4'b1111: seg7 = 7'b0111000;  
          default: seg7 = 7'b1101010;  
       endcase
    end   
endmodule
```
`/design/flow/run.sh`:
```
#!/bin/bash
# OpenROAD 26Q1-2900-gdf79404cd8, Yosys 0.63+post, stock flow scripts
make -C /OpenROAD-flow-scripts/flow DESIGN_CONFIG=/design/flow/config.mk WORK_HOME=/design/flow/orfs finish
```
`/design/flow/config.mk`:
```
export PLATFORM = sky130hd
export DESIGN_NAME = Seg7Decode
export DESIGN_NICKNAME = Seg7Decode
export VERILOG_FILES = /design/flow/design.v
export SDC_FILE = /design/flow/constraint.sdc
export NUM_CORES = 4
export LEC_CHECK = 1
export CORE_AREA = 10 10 70 70
export DIE_AREA = 0 0 80 80
```
`/design/flow/constraint.sdc`:
```
current_design Seg7Decode

set clk_period 1.7
set clk_io_pct 0.2

create_clock -name clk0 -period $clk_period

set non_clock_inputs [all_inputs -no_clocks]
set_input_delay [expr $clk_period * $clk_io_pct] -clock clk0 $non_clock_inputs
set_output_delay [expr $clk_period * $clk_io_pct] -clock clk0 [all_outputs]
```
==> reports/summary.txt <==
vias per cell: 3.091
die height: 80 µm
Tot Pwr: 109.8 µW
yosys stat cell total: 33
status: finished clean
worst endpoint required time: 1360 ps
DRC: 0
Period Utilization, post-route: 98.24%
antenna violations before repair: 0
post-route ant nets: 0
Tightest Pin Transition: 168.4 ps
die extent in x: 80 µm
Starting DRT DRC Count: 3
simple share: 13.02%
post-route design area: 536.8 µm²
VDD IR-drop max: 0.02944 mV
CP max-delay cell: dlygate4sd2_1
Yosys warning count: 1
# IOs: 11
most frequent CP cell: buf_6
chip area: 0.006400 mm²
type of origin of the critical path: primary input
relative slew slack: 88.45%
total of max-cap violations: 0
Pre-antenna DRT Iters: 2
placer congestion estimate: 0.7387
Cell Area, Synth: 269.0 µm²
Final setup viols: 0
Adder Area Share: 32.56%
Vias: 306
critical path's top delay family: buffers and inverters
destination of the worst hold path: seg7[3]
area of the core: 0.003416 mm²
tool warnings: 38
diode count: 0
Mapped Cells: 33
synth unique cells: 13
post-DP HPWL: 604.1 µm
synthesis-to-finish area growth: 99.53%
comb area leader: adder cells
Cells after DPL: 96
first-pass GRT wire length: 1.248 mm
Max Fanout on Critical Path: 5
layout cell share with drive strength beyond 1: 43.40%
XOR/XNOR Area Share: 0%
Max Clk Rate: 0.5988 GHz
Max Slew Vio Count: 0
hold_buf cts: 0
register area: 0 µm²
placed cell areas: 481.7 µm²
Total GRT Usage: 2.220%
post-synthesis mux area share: 30.70%
worst hold path class: primary input to output port
hold path depth: 3
Compound Share, Synth: 13.95%
CP Capture Type: output port
Final min period: 1670 ps
Synth Seq Share: 0%
Fin. Hold Viols: 0
FP Rows: 21
maximum number of pins on one net before global-route repair: 11
pwr/cell area: 204.5 mW/mm²
global route total overflow: 0
CP Launch Point: bin[0]
Buf+Inv Stages, Crit Path: 4
syn_area_per_cell: 8.152 µm²
post-synth area from yosys stat: 269.0 µm²
Worst path depth: 7
number of global-route vias before repair: 310
CLK BUF: 0
hold path start: bin[3]
routed length per instance: 7.899 µm
Post-Route WL: 782 µm
Critical Path AT: 1330 ps
Init Core Util: 7.875%
leakage: 0.0002555 µW
critical path type: primary input to output port
CP cell instances: buf_6 > buf_6 > ha_2 > buf_4 > mux2i_1 > a21oi_2 > dlygate4sd2_1
Non-Filler Instances: 99
Worst path max stage delay: 240 ps
flip-flops: 0
buffers added on ports: 11
[cell usage after synthesis]
master | n | area share (%)
ha_1 | 7 | 33
mux2i_1 | 6 | 22
nor2_1 | 5 | 7.0
inv_1 | 3 | 4.2
a21oi_1 | 2 | 3.7
nand2b_1 | 2 | 4.7
o21ai_1 | 2 | 3.7
a32o_1 | 1 | 3.7
buf_6 | 1 | 4.2
clkbuf_1 | 1 | 1.4
mux4_2 | 1 | 8.4
nand2_1 | 1 | 1.4
o211ai_1 | 1 | 2.8
[routing by layer]
layer | vias to the layer above | global-route usage [%] | routed length [µm] | part of all wire (%)
met2 | 8 | 4.494 | 382 | 49
li1 | 156 | - | - | -
met1 | 142 | 2.384 | 332 | 42
met3 | 0 | 0.4545 | 66 | 8.4
met4 | 0 | 0 | 0 | 0
met5 | - | 0 | 0 | 0
[cells by family after synthesis]
group	count (synthesis)
AND/OR/NAND/NOR	8
adder cells (fa/ha/maj)	7
AND-OR/OR-AND	6
buffers and inverters	5
multiplexers	7
[cell type report]
type               count  area [µm²]
fillers              382        2879
multi-input cells     28       271.5
repair buffers        22       196.4
well taps             46       57.56
inverters              3       11.26
[power breakdown]
group	switching [µW]	internal, µW
Combinational	43.5	66.3
Clock	0	0
Sequential	0	0
Total	43.5	66.3
[stage by stage]
stage | util (%) | setup slack (ps) | hold WS [ps] | setup TNS [ps]
2_1_floorplan | - | 250.0 | 780.1 | 0
3_3_place_gp | 14.10 | -741.4 | 1765 | -4176
3_5_place_dp | 14.10 | -745.2 | 1768 | -4188
4_1_cts | 15.16 | 19.03 | 1231 | 0
5_1_grt | 15.71 | -6.053 | 1196 | -6.053
6_report | 15.71 | 29.88 | 1141 | 0
[layout by cell type, fill, tap and decap left out]
| cell type | count |
|---|---|
| ha_1 | 4 |
| ha_4 | 1 |
| ha_2 | 2 |
| inv_2 | 2 |
| dlygate4sd2_1 | 6 |
| nand2b_4 | 1 |
| clkbuf_2 | 1 |
| clkdlybuf4s15_1 | 1 |
| mux4_2 | 1 |
| buf_4 | 6 |
| inv_1 | 1 |
| mux2i_1 | 6 |
| a21oi_1 | 1 |
| buf_6 | 7 |
| nor2_1 | 5 |
| nand2b_1 | 1 |
| nand2_1 | 1 |
| o211ai_1 | 1 |
| buf_2 | 1 |
| o21ai_1 | 2 |
| a32o_1 | 1 |
| a21oi_2 | 1 |
[how the worst max path moves through the flow]
stage	endpoint	slack, ps
6_report	seg7[1]	30
5_1_grt	seg7[3]	-6
4_1_cts	seg7[3]	20
[timing repair]
item                       CTS  global route
cloned                       0             0
pin swaps                    2             2
resized                     31             5
setup endpoints to repair    7             7
setup buffers                3             0
Power and IR drop assume default switching activity.
