<file path="/design/flow/design.v">
module ClkDiv(clk, clkOut); 
   input clk; 
   output reg clkOut;
   parameter divVal = 4;  
   reg[3:0] divCnt;
   initial begin divCnt = 0; clkOut = 0; end   
   always @(posedge clk) begin
      if (divCnt == divVal) begin
            clkOut = ~clkOut;
            divCnt = 0;
      end
      else begin
            divCnt = divCnt + 1;
      end
   end
endmodule
</file>
<file path="/design/flow/run.sh">
#!/bin/bash
# OpenROAD 26Q1-2900-gdf79404cd8, Yosys 0.63+post, stock flow scripts
make -C /OpenROAD-flow-scripts/flow DESIGN_CONFIG=/design/flow/config.mk WORK_HOME=/design/flow/orfs finish
</file>
<file path="/design/flow/config.mk">
export PLATFORM = sky130hd
export DESIGN_NAME = ClkDiv
export DESIGN_NICKNAME = ClkDiv
export VERILOG_FILES = /design/flow/design.v
export SDC_FILE = /design/flow/constraint.sdc
export NUM_CORES = 4
export LEC_CHECK = 1
export CORE_AREA = 10 10 70 70
export DIE_AREA = 0 0 80 80
</file>
<file path="/design/flow/constraint.sdc">
current_design ClkDiv

set clk_period 2.3
set clk_io_pct 0.2

create_clock -name clk0 -period $clk_period [get_ports {clk}]

set non_clock_inputs [all_inputs -no_clocks]
set_input_delay [expr $clk_period * $clk_io_pct] -clock clk0 $non_clock_inputs
set_output_delay [expr $clk_period * $clk_io_pct] -clock clk0 [all_outputs]
</file>
==> GITHUB_STEP_SUMMARY <==
## PnR job results

| Metric | Value |
|---|---|
| Slowest stage delay, CP | about 0.46 ns |
| Worst Hold End | divCnt[0] |
| Antenna Cells | 0 |
| WP depth | 1 |
| CP arrival | between 1 and 1.5 ns |
| Chip area | 6400 um2 |
| Die Y | around 80 um |
| Worst Tran Pin Value | roughly 0.14 ns |
| Logic pwr share | 0% |
| Synth Instances | 20 |
| Pins over their slew limit | 0 |
| PwrDens | a little over 600 nW/um2 |
| Reg power frac | between 40% and 50% |
| CTS tree | yes |
| Max Clock Freq | between 0.6 and 0.7 GHz |
| Post-Route Setup TNS | 0 ns |
| Final Util | under 10% |
| Depth of the CTS H-tree | 1 |
| Overflow left after global routing | 0 |
| Crit path cell chain | clkdlybuf4s50_1 |
| Tool warnings | 26 |
| Worst Skew | roughly 0.0046 ns |
| 1st-pass router iterations | 2 |
| R2R Path End | clkOut |
| CP bufs+invs | 1 |
| Max clock buf depth | 2 |
| Post-synth regs | 5 |
| I/O pins | 2 |
| CTS resizes | 0 |
| FP Rows | 21 |
| Synth area leaders | dfxtp_1, edfxtp_1, ha_1 |
| CTS buffer count | 3 |
| Critical Path RT | 1.84 ns |
| R2r worst-path depth | 3 |
| Leak Pwr | between 0.0001 and 0.00015 uW |
| Core area | between 3000 and 4000 um2 |
| Sequential area share after synthesis | between 50% and 60% |
| Worst min path class | reg -> reg |
| # Cells Yosys | 20 |
| # DRC | 0 |
| Unrepaired setup endpoints after global routing | no |
| Area leader share | around 37% |
| Worst Hold Path Cells | 1 |
| GRT Total Usage | around 1.3% |
| Critical Path Source Type | register |
| Design Area, Final | between 300 and 400 um2 |
| Net Sw Power | around 34 uW |
| Outcome | complete, no violations |
| Initial antenna violation count | 0 |
| DR vias/cell | around 2 |
| Vias in the first global route | 145 |
| Min cycle time layout | 1.50 ns |
| Largest net degree at the start of global routing | 5 |
| Yosys stat chip area | about 210 um2 |
| Mapped Avg Cell Area | between 10 and 15 um2 |
| Routability cong. | 0.633 |
| Max-slew headroom | 91.0% |
| Ys Warns | 1 |
| Root Driver | clkbuf_4 |
| Top delay family on crit path | buffers and inverters |
| Final Hold Viols | 0 |
| Worst reg2reg path startpoint | divCnt[0] |
| Part of the cycle the worst path needs | about 65% |
| IO Port Bufs | 1 |
| Mapped cell area | about 210 um2 |
| Routed len/inst | roughly 4.7 um |
| Post-CTS setup buffer count | 0 |
| Cts hold-fix bufs | 0 |
| Share of layout cells above drive strength 1 | approximately 16% |
| Yosys cell types | 12 |
| MaxCap Viol Count | 0 |
| Filler cells | approximately 400 |
| Die Wd | 80 um |
| Initial cell density of the core | around 6.3% |
| Crit end category | primary output |
| Antenna-violating nets left | 0 |
| Count of final setup violators | 0 |
| Initial DRC Count | 10 |
| Yosys top cell by area | dfxtp_1 |
| CP Max Fanout | 2 |
| Worst vdd ir | between 0.0001 and 0.00015 V |
| Hold Slack | about 0.47 ns |
| Drt total wl | 335 um |
| Vias | 144 |
| Post-DP HPWL | 258 um |
| R2R Setup Slk | between 1 and 1.5 ns |
| Start-to-end type of the worst setup path | reg -> out |
| Clk slew on worst S/H paths | around 0.04 ns |
| Layout overhead on the synthesized area | 43.9% |
| Late-Pin Clk Latency | between 0.2 and 0.25 ns |
| Global-route wire length before repair | about 560 um |
| Pint | ~150 uW |
| Sink Count | 5 |
| Hold wc startpoint | divCnt[0] |
| DP Area | ~280 um2 |
| Clk network pwr share | between 50 and 60% |
| Sw Share | between 10% and 20% |
| CP max stage cell | clkdlybuf4s50_1 |
-- power by group through the flow --
stage         Sequential, uW  Clock (uW)  Combinational (uW)
global route            89.2         112           0.0000509
finish                  89.4        99.9           0.0000509
CTS                     89.4         103           0.0000509
-- layout by cell type (no fill, tap or decap), types with 2 or more instances in the layout --
master,instances
nor2b_1,2
ha_1,2
inv_1,3
dfxtp_1,4
clkbuf_4,3
nor2_1,2
-- per-layer routing --
layer | routed length [um] | GRT usage [%] | vias up
met1 | 121 | 1.00 | 65
li1 | - | - | 74
met4 | 0 | 0 | 0
met2 | 131 | 1.52 | 5
met3 | 81 | 2.39 | 0
met5 | 0 | 0 | -
-- flip-flops by register name, indices dropped and copies added (netlist names) --
name and count:
clkOut 1, divCnt 4
-- how the worst max path moves through the flow --
stage           from      to  slack [ns]
global route  clkOut  clkOut        0.75
CTS           clkOut  clkOut        0.78
finish        clkOut  clkOut        0.80
-- kinds of logic (layout without fill, tap and decap cells) --
logic type      count (synthesis)  after routing  synth area share (%)
compound gates                  1              1                  2.34
fa+ha+maj                       2              2                  11.7
buf+inv                         3              8                  5.26
flops                           5              5                  51.5
mux                             1              1                  7.02
simple gates                    8              8                  22.2
-- stage by stage --
step	instances	worst slack, ns	total power, uW
3_3_place_gp	67	1.06	90.9
4_1_cts	71	0.785	192
3_5_place_dp	67	1.05	90.9
5_1_grt	71	0.749	201
2_1_floorplan	20	1.28	90.9
6_report	71	0.803	189
-- worst register-to-register path, stage by stage (launching register included) --
cell and delay (ns):
dfxtp_1 0.36, inv_1 0.06, ha_1 0.21, and3b_1 0.21
-- cell type report --
cell class	count	area, um2	area share (%)
inverters	3	11.3	3.66
multi-input cells	12	92.6	30.1
well taps	46	57.6	18.7
repair buffers	1	10.0	3.25
clock buffers	4	26.3	8.54
flip-flops and latches	5	110	35.8
-- synthesized netlist by cell type, drive strengths merged --
cell / instances
dfxtp: 4
inv: 3
ha: 2
nor2: 2
nor2b: 2
and3b: 1
edfxtp: 1
mux2: 1
nand2b: 1
nand3: 1
o21ai: 1
or2b: 1
Power is estimated from default activity; no workload was simulated.
